`/design/flow/design.v`:
```
typedef enum logic[3:0]{  
   F_A_PLUS_B    = 4'b0000,
   F_A_MINUS_B   = 4'b0001,
   F_A           = 4'b0010,
   F_B           = 4'b0011,
   F_A_PLUS_2    = 4'b0100,
   F_A_LT_B      = 4'b0101,
   F_A_ADD32_B   = 4'b0110, 
   F_A_NOT       = 4'b1000,
   F_A_AND_B     = 4'b1001,
   F_A_OR_B      = 4'b1010,
   F_A_XOR_B     = 4'b1011,
   F_A_SHL       = 4'b1100,
   F_A_LSHR      = 4'b1110,
   F_A_ASHR      = 4'b1111,
   F_UNDEF       = 4'bxxxx
} alu_op_t;  
typedef enum logic [1:0]{  
   MUX_REG       = 2'b00,
   MUX_PC        = 2'b01,
   MUX_MDR       = 2'b10,
   MUX_UNDEF     = 2'bxx
} alu_mux_t;  
typedef enum logic [2:0]{  
   DEST_REG      = 3'b000,
   DEST_PC       = 3'b001,
   DEST_MDR      = 3'b010,
   DEST_MAR      = 3'b011,
   DEST_IR       = 3'b100,
   DEST_NONE     = 3'b111,
   DEST_UNDEF    = 3'bxxx
} dest_sel_t;  
typedef enum logic{  
   MEM_RD        = 1'b0,
   NO_RD         = 1'b1
} rd_enable_t;  
typedef enum logic{  
   MEM_WR        = 1'b0,
   NO_WR         = 1'b1
} wr_enable_t;  
typedef enum logic{  
   LOAD_CC       = 1'b0,
   NO_LOAD       = 1'b1
} cond_code_t;  
typedef enum logic{  
   NO_UPPER       = 1'b0,
   UPPER          = 1'b1
} upper_en_t;  
typedef enum logic{  
   NO_CIN         = 1'b0,
   CIN            = 1'b1
} cin_bit_t;  
typedef enum logic [6:0] {
   FETCH  = 7'b000_1001,
   FETCH1 = 7'b000_1010,
   FETCH2 = 7'b000_1011,
   DECODE = 7'b000_1111,
   STOP   = 7'b111_1111,
   STOP1  = 7'b100_0001,
   ADD      = 7'b000_0000,
   SUB      = 7'b000_1000,
   ADDI     = 7'b001_1000,
   ADDI1    = 7'b001_1001,
   ADDI2    = 7'b001_1010,
   ADD32    = 7'b011_0010,
   ADD32_1  = 7'b011_0011,   
   AND    = 7'b100_1000,
   NOT    = 7'b100_0000,
   OR     = 7'b101_0000,
   XOR    = 7'b101_1000,
   SLT    = 7'b010_1000,
   SLT1   = 7'b010_1101,
   SLTI   = 7'b010_1001,
   SLTI1  = 7'b010_1010,
   SLTI2  = 7'b010_1011,
   SLTI3  = 7'b010_1100,
   SLL    = 7'b110_0000,
   SLLI   = 7'b110_0001,
   SLLI1  = 7'b110_0010,
   SLLI2  = 7'b110_0011,
   SRA    = 7'b111_1000,
   SRAI   = 7'b111_1001,
   SRAI1  = 7'b111_1010,
   SRAI2  = 7'b111_1011,
   SRL    = 7'b111_0000,
   SRLI   = 7'b111_0001,
   SRLI1  = 7'b111_0010,
   SRLI2  = 7'b111_0011,
   MV     = 7'b001_0000,
   LW     = 7'b001_0100,
   LW1    = 7'b001_0101,
   LW2    = 7'b001_0110,
   LW3    = 7'b001_0111,
   LW4    = 7'b001_1011,
   SW     = 7'b001_1100,
   SW1    = 7'b001_1101,
   SW2    = 7'b001_1110,
   SW3    = 7'b001_1111,
   SW4    = 7'b010_0000,
   BRA    = 7'b111_1100,
   BRA1   = 7'b111_1101,
   BRA2   = 7'b111_1110,
   BRN    = 7'b100_1100,
   BRN1   = 7'b100_1101,
   BRN2   = 7'b100_1110,
   BRN3   = 7'b100_1111,
   BRZ    = 7'b110_0100,
   BRZ1   = 7'b110_0101,
   BRZ2   = 7'b110_0110,
   BRZ3   = 7'b110_0111,
   BRC    = 7'b101_0100,
   BRC1   = 7'b101_0101,
   BRC2   = 7'b101_0110,
   BRC3   = 7'b101_0111,
   BRV    = 7'b101_1100,
   BRV1   = 7'b101_1101,
   BRV2   = 7'b101_1110,
   BRV3   = 7'b101_1111,
   BRNZ   = 7'b110_1100,
   BRNZ1  = 7'b110_1101,
   BRNZ2  = 7'b110_1110,
   BRNZ3  = 7'b110_1111,
   UNDEF  = 7'bxxx_xxxx
} opcode_t;
typedef struct packed
{
   alu_op_t alu_op;
   alu_mux_t srcA;
   alu_mux_t srcB;
   dest_sel_t dest;
   cond_code_t lcc_L;
   rd_enable_t re_L;
   wr_enable_t we_L;
   upper_en_t upper;
   cin_bit_t cin;
} controlPts;
module alu (
   output logic [15:0] out,
   output logic [3:0]  condCodes,
   input [15:0]      inA,
   input [15:0]      inB,
   input  cin_bit_t  cin,
   input  alu_op_t opcode);
   logic Z, C, N, V;
   always_comb begin
      Z = 0;
      C = 0;
      N = 0;
      V = 0;
      case (opcode)
         F_A_PLUS_B : begin
            {C, out} = inA + inB;                      
            V = (inA[15] & inB[15] & ~out[15]) | (~inA[15] & ~inB[15] & out[15]);
         end
         F_A_ADD32_B: begin
            {C, out} = inA + inB + cin;
            V = (inA[15] & inB[15] & ~out[15]) | (~inA[15] & ~inB[15] & out[15]); 
         end
         F_A_MINUS_B : begin
            out = inA - inB;                           
            C = (inB >= inA);
            V = (inA[15] & ~inB[15] & ~out[15]) | (~inA[15] & inB[15] & out[15]);
         end
         F_A : begin
            out = inA;                                 
         end
         F_B : begin
            out = inB;                                 
         end
         F_A_PLUS_2 : begin
            {C, out} = inA + 2;                        
            V = (inA[15] & ~out[15]);
         end
         F_A_LT_B: begin                               
            if (inA[15] == inB[15])
               out = inA < inB;
            else if(inA[15] && !inB[15])  
               out = 1;
            else
               out = 0;
         end
         F_A_NOT : begin
            out = ~inA;                                
         end
         F_A_AND_B : begin
            out = inA & inB;                           
         end
         F_A_OR_B : begin
            out = inA | inB;                           
         end
         F_A_XOR_B : begin
            out = inA ^ inB;                           
         end
         F_A_SHL : begin
            out = inA << inB;
         end
         F_A_LSHR : begin
            out = inA >> inB;
         end
         F_A_ASHR : begin
            out = $signed(inA) >>> inB;
	 end
         default: out = inA;
      endcase
      N = out[15];
      Z = (out === 16'h0000)?1:0;
      condCodes = {Z, C, N, V};
   end
endmodule
```
`/design/flow/run.sh`:
```
#!/bin/bash
# OpenROAD 26Q1-2900-gdf79404cd8, Yosys 0.63+post, stock flow scripts
make -C /OpenROAD-flow-scripts/flow DESIGN_CONFIG=/design/flow/config.mk WORK_HOME=/design/flow/orfs finish
```
`/design/flow/config.mk`:
```
export PLATFORM = sky130hd
export DESIGN_NAME = alu
export DESIGN_NICKNAME = alu
export VERILOG_FILES = /design/flow/design.v
export SDC_FILE = /design/flow/constraint.sdc
export NUM_CORES = 4
export LEC_CHECK = 1
export CORE_UTILIZATION = 40
```
`/design/flow/constraint.sdc`:
```
current_design alu

set clk_period 12.1
set clk_io_pct 0.2

create_clock -name clk0 -period $clk_period

set non_clock_inputs [all_inputs -no_clocks]
set_input_delay [expr $clk_period * $clk_io_pct] -clock clk0 $non_clock_inputs
set_output_delay [expr $clk_period * $clk_io_pct] -clock clk0 [all_outputs]
```
==> results_dict.tcl <==
# flow metrics
set metrics [dict create \
    drive_gt1_share_pct 9.82 \
    port_buffers 57 \
    yosysTopAreaCell "ha_1" \
    leakagePower_uw 0.00291 \
    worstMarginPinSlew_ns 0.883 \
    p_clk_share_pct 0 \
    power.density_nw_per_um2 46.8 \
    grt_pass1_vias 7831 \
    num_vias 8721 \
    flop-count 0 \
    worstHoldPathType "in2out" \
    drv_cap 0 \
    pwr-share-seq_pct 0 \
    ctsHoldBuffers 0 \
    area_growth_pct 9.90 \
    ys_area_um2 7050 \
    dpl.hpwl_um 25600 \
    rows 48 \
    yosysMostFrequentCell "nor2_1" \
    syn_inst 1020 \
    ys_top_cells_by_area "ha_1 10%, mux2i_1 6.0%, mux4_2 5.7%" \
    design.portCount 57 \
    warning_count 70 \
    total_power_uw 363 \
    p_sw_uw 221 \
    die_h_um 135 \
    yosys_warnings 1 \
    max_freq_ghz 0.0962 \
    fin_crit_sh_pct 85.9 \
    cp-start-kind "input port" \
    slew_headroom_pct 40.6 \
    ir_drop_v 0.0000338 \
    avgSynthCellArea_um2 6.91 \
    ant_nets 0 \
    hold_ws_ns 6.07 \
    cts_resized 0 \
    placed_cells 1243 \
    grt_pass1_wl_um 49700 \
    drtIter0Drc 1286 \
    syn-cell-area_um2 7050 \
    core_um2 17200 \
    grt_max_degree 57 \
    die_width_um 135 \
    arrival_ns 7.98 \
    routed_via_density 7.02 \
    antenna_found_initial 0 \
    synth.distinct_cells 95 \
    drv_slew 0 \
    synthTopCellsByCount "84 x nor2_1, 79 x nand2_1, 61 x a21oi_1" \
    final_core_util_pct 45.0 \
    wl_per_cell_um 26.9 \
    drc 0 \
    p_int_uw 142 \
    grt_overflow 0 \
    synth_top_area_share_pct 10.3 \
    instances_no_fill 1243 \
    final_hold_viol_count 0 \
    totalWireLength_um 33400 \
    worstSetupEndpointType "output pin" \
    p_comb_share_pct 100.0 \
    swShare_pct 60.8 \
    cp.required_ns 9.68 \
    rsz0062_at_grt "no" \
    period_needed_ns 10.40 \
    initCoreUtil_pct 40.9 \
    antennaDiodeCount 0 \
    critPathMaxFanout 16 \
    cts_setup_buffers 0 \
    nClkBuffers 0 \
    chip_area_um2 18200 \
    ys_seq_share_pct 0 \
    gp_congestion 1.09 \
    yosysCellCount 1020 \
    seq_area_um2 0 \
    grt_usage_pct 37.1 \
    status "finished clean" \
    critical_path_class "in2out" \
    setup_tns_ns 0 \
    setup_viol 0 \
    first_pass_iters 6 \
    fillers 1766 \
]
-- metrics by stage --
step,worst slack (ns),cell area (um2)
2_1_floorplan,3.13,7050
3_3_place_gp,1.84,7750
4_1_cts,1.78,7750
3_5_place_dp,1.79,7750
5_1_grt,1.45,7750
6_report,1.70,7750
-- final cells by class --
type | count | area (um2) | share of cell area [%]
Timing Repair Buffer | 91 | 811 | 10.5
Tap cell | 225 | 282 | 3.63
Multi-Input combinational cell | 871 | 6450 | 83.2
Inverter | 56 | 210 | 2.71
-- path summary, 6_finish.rpt --
check	endpoint	from	cells past startpoint
min	out[9]	inA[9]	5
max	condCodes[3]	inB[4]	14
-- critical path: stages --
cell	delay (ns)
clkdlybuf4s50_1	0.88
inv_1	0.23
ha_1	0.55
a21o_1	0.26
a221oi_2	0.39
xor2_1	0.19
or2_1	0.34
or4_1	0.58
or3_1	0.45
xnor2_1	0.16
a221o_1	0.35
or4b_1	0.54
nor4_2	0.14
clkdlybuf4s50_1	0.49
-- power by group through the flow --
| stage | Sequential, uW | Clock, uW | Combinational, uW |
|---|---|---|---|
| final | 0 | 0 | 363 |
| after global routing | 0 | 0 | 386 |
| after CTS | 0 | 0 | 352 |
-- logic make-up after synthesis --
family / count (synthesis) / share of synthesized area [%]
buffers and inverters: 149 / 8.75
adder cells (fa/ha/maj): 60 / 10.9
AND-OR/OR-AND: 328 / 33.9
AND/OR/NAND/NOR: 374 / 28.3
XOR/XNOR: 40 / 4.97
multiplexers: 69 / 13.1
-- per-layer routing --
metal  wire length (um)  share of wire (%)  vias to the layer above  GRT usage, %
met1              13900                 42                     4104          52.9
met5                  0                  0                        -             0
met4               1420                4.3                        0          12.7
met2              14100                 42                      621          54.5
met3               3960                 12                       84          9.46
li1                   -                  -                     3912             -
-- layout by cell type (no fill, tap or decap), drive strengths merged, types with 14 or more instances in the layout --
cell and instances:
nor2 84, nand2 79, a21oi 62, ha 58, clkdlybuf4s50 54, inv 53
o21ai 49, mux2i 42, buf 37, xnor2 32, nand3 31, nor4 28
nor3 22, a211oi 21, nor2b 20, nand2b 18, mux4 18, a31oi 17
a22oi 14, or2 14
Power is estimated from default activity; no workload was simulated.
