## /design/flow/design.v

```verilog
module SSegDisplayDriver (
  input  logic            clk,
  input  logic            reset,
  input  logic [6:0] HEX0,
  input  logic [6:0] HEX1,
  input  logic [6:0] HEX2,
  input  logic [6:0] HEX3,
  input  logic [6:0] HEX4,
  input  logic [6:0] HEX5,
  input  logic [6:0] HEX6,
  input  logic [6:0] HEX7,
  input  logic [7:0] dpoints,
  output logic [3:0] D1_AN,
  output logic [3:0] D2_AN,
  output logic [7:0] D1_SEG,
  output logic [7:0] D2_SEG
  );
  logic cycle_cnt_clr;
  logic index_cnt_en;
  logic [1:0] anode_index;
  logic [3:0] anode_index_onecold;
  logic [16:0] cycle_cnt;
  localparam CNT_LIMIT = 17'd100_000;
  assign cycle_cnt_clr = cycle_cnt == CNT_LIMIT;
  assign index_cnt_en = cycle_cnt_clr;
  SSDCounter #(17) cycle_cntr (
    .clk,
    .reset,
    .clr(cycle_cnt_clr),
    .cnt(cycle_cnt),
    .en(1'b1)
    );
  SSDCounter #(2) index_cntr (
    .clk,
    .reset,
    .clr(1'b0),
    .cnt(anode_index),
    .en(index_cnt_en)
    );
  OneColdDecoder #(4) anode_decode (
    .sel(anode_index),
    .out(anode_index_onecold)
    );
  always_comb begin
    D1_AN = anode_index_onecold;
    D2_AN = anode_index_onecold;
    case (anode_index)
      2'd0: begin
        D2_SEG = {~dpoints[0], HEX0};
        D1_SEG = {~dpoints[4], HEX4};
      end
      2'd1: begin
        D2_SEG = {~dpoints[1], HEX1};
        D1_SEG = {~dpoints[5], HEX5};
      end
      2'd2: begin
        D2_SEG = {~dpoints[2], HEX2};
        D1_SEG = {~dpoints[6], HEX6};
      end
      2'd3: begin
        D2_SEG = {~dpoints[3], HEX3};
        D1_SEG = {~dpoints[7], HEX7};
      end
    endcase
  end
endmodule : SSegDisplayDriver
module OneColdDecoder #(
  parameter NUM_OUTPUTS = 4
  ) (
  input  logic [$clog2(NUM_OUTPUTS)-1:0] sel,
  output logic [NUM_OUTPUTS-1:0] out
  );
  always_comb begin
    out = '1;
    out[sel] = 1'b0;
  end
endmodule : OneColdDecoder
module SSDCounter #(
  parameter WIDTH = 8
  ) (
  input  logic clk,
  input  logic reset,
  input  logic clr,
  input  logic en,
  output logic [WIDTH-1:0] cnt
  );
  always_ff @(posedge clk, posedge reset) begin
    if (reset)
      cnt <= '0;
    else if (clr)
      cnt <= '0;
    else if (en)
      cnt <= cnt + 1'b1;
  end
endmodule : SSDCounter
```

## /design/flow/run.sh

```bash
#!/bin/bash
# OpenROAD 26Q1-2900-gdf79404cd8, Yosys 0.63+post, stock flow scripts
make -C /OpenROAD-flow-scripts/flow DESIGN_CONFIG=/design/flow/config.mk WORK_HOME=/design/flow/orfs finish
```

## /design/flow/config.mk

```make
export PLATFORM = sky130hd
export DESIGN_NAME = SSegDisplayDriver
export DESIGN_NICKNAME = SSegDisplayDriver
export VERILOG_FILES = /design/flow/design.v
export SDC_FILE = /design/flow/constraint.sdc
export NUM_CORES = 4
export LEC_CHECK = 1
export CORE_UTILIZATION = 30
```

## /design/flow/constraint.sdc

```tcl
current_design SSegDisplayDriver

set clk_period 2.7
set clk_io_pct 0.2

create_clock -name clk0 -period $clk_period [get_ports {clk}]

set non_clock_inputs [all_inputs -no_clocks]
set_input_delay [expr $clk_period * $clk_io_pct] -clock clk0 $non_clock_inputs
set_output_delay [expr $clk_period * $clk_io_pct] -clock clk0 [all_outputs]
```

==> impl_metrics.ini <==
; generated from flow reports
[final_layout]
lay_top_cells = clkdlybuf4s50_1, inv_1, dfrtp_1
syn2layout_area_growth_pct = 69.8
fin_util_pct = 54.6
drive_gt1_share_pct = 6.53
final_common_cell = clkdlybuf4s50_1

[route]
num_antenna_cells = 0
via_per_inst = 4.92
vias = 1462
wl_um = 4380
ant_nets = 0
drc = 0
dr.pass1.iters = 27
first_iter_violations = 88
drt-wirelength-per-cell_um = 14.7

[flow_run]
openroad.warnings = 30
maxCapViolCount = 0

[sta]
relSlewSlack_pct = 53.2
fin_ws_ns = 0.147
hold_viol_final = 0
holdWs_ns = 0.512
setup-tns-final_ns = 0
skew_ns = 0.00155
maxSlewViolCount = 0
max_freq_mhz = 392
fin_crit_ns = 2.55
tightest_slew_ns = 0.701
grt_setup_unrepaired = false
period_used_pct = 94.6
setup_viol = 0

[critical_path]
crit_family = buffers and inverters
worstSetupEndpointType = output pin
r2r_start = cycle_cntr.cnt[0]$_DFF_PP0_
worst-path-buf-inv = 3
crit_arrival_ns = 2.01
slowest_stage = clkdlybuf4s50_1
crit_top_cell = buf_4
timing.critical_path.to = D2_SEG[6]
crit_start = index_cntr.cnt[1]$_DFFE_PP0N_
r2r-end = cycle_cntr.cnt[15]$_DFF_PP0_
cp.depth = 6
cp_max_fo = 9
crit_chain = buf_4, ha_4, buf_4, a222oi_1, mux2i_1, clkdlybuf4s50_1
r2r_cells = 6
crit_type = reg2out
r2r_slack_ns = 0.58
slowest_delay_ns = 0.45
worstPathRequired_ns = 2.16
cp-start-kind = flip-flop

[die]
fp.dieW_um = 71.3
num_rows = 24
dieHeight_um = 71.3
core-area_um2 = 4470
chip_area_um2 = 5080
io_pins = 90
fp_util_pct = 32.2

[clock_network]
hold_buffers = 0
htreeDepth = 1
clk_path_buf_depth = 2
cts_made_buffers = 3
insertion_delay_ns = 0.25
cts_tree = built
clockRootBuffer = clkbuf_8
cts_sinks = 19
clkTransAtPathRegs_ns = 0.07

[power_and_ir_drop]
ir_drop_mv = 0.183
p_leak_nw = 1.10
p_total_mw = 0.610
p_per_area_nw_per_um2 = 249

[synth]
synth_area_um2 = 1440
synth_flop_count = 19
syn_avg_cell_area_um2 = 9.23
yosysWarningCount = 4
syn_inst = 156
synth-area-yosys_um2 = 1440
synth_seq_share_pct = 33.0
ys_cells = 156
synth_cell_types = 31

[place]
globalplace.congestion = 0.917
pre_cts_ws_ns = 0.167
dp_hpwl_um = 3470
port_buffers = 89

[min_path]
min-delay-path-class = reg2reg

[run_status]
outcome = finished clean

[global_routing]
grt_pass1_wl_um = 7000
grt_pass1_vias = 1325
overflow = 0
grt_max_degree = 20
gr-usage-all-layers_pct = 18.1
antenna_found_initial = 0
[per-layer routing]
layer | GRT usage, % | share of wire [%] | routed length (µm)
met5 | 0 | 0 | 0
met4 | 3.56 | 1.7 | 75
met1 | 26.0 | 43 | 1880
met2 | 27.5 | 43 | 1880
met3 | 5.99 | 12 | 541
[synth_stat cells, drive strengths merged]
master	n	area share, %
and2b	1	0.52
xnor2	10	6.1
nand2	6	1.6
and2	1	0.43
nand4	7	3.0
buf	6	3.2
and4	1	0.61
o22ai	2	0.87
and3	2	0.87
nor4	2	1.9
a222oi	14	9.7
nand2b	1	0.43
nand3	6	2.1
nor2	12	3.1
or3	1	0.43
a21oi	1	0.35
dfrtp	19	33
mux2i	15	10
or4b	3	2.6
o21ai	2	0.69
ha	7	6.1
clkbuf	4	1.0
xor2	4	2.4
nor3	2	0.70
o31a	2	1.2
inv	25	6.5
[worst min-delay path by stage]
stage | to | start | slack (ns) | depth (start not counted)
CTS | cycle_cntr.cnt[15]$_DFF_PP0_ | cycle_cntr.cnt[15]$_DFF_PP0_ | 0.51 | 1
global route | cycle_cntr.cnt[15]$_DFF_PP0_ | cycle_cntr.cnt[15]$_DFF_PP0_ | 0.54 | 1
finish | cycle_cntr.cnt[15]$_DFF_PP0_ | cycle_cntr.cnt[15]$_DFF_PP0_ | 0.51 | 1
[worst register-to-register path: stages (launching register included)]
cell      delay, ns
dfrtp_1        0.42
inv_1          0.08
ha_1           0.15
or4b_4         0.47
nor4_4         0.64
nand2b_1       0.18
mux2i_1        0.06
[what timing repair did]
item,CTS,global route
resized,2,3
pin swaps,0,3
endpoints found under the hold margin,0,0
setup buffers,0,2
setup endpoints to repair,9,8
[report_power, final]
| part | internal (mW) | switching, mW | total (mW) |
|---|---|---|---|
| Clock | 0.102 | 0.0902 | 0.193 |
| Sequential | 0.285 | 0 | 0.285 |
| Combinational | 0.107 | 0.0255 | 0.133 |
[cell families after synthesis]
kind of cell,share of synthesized area [%]
DFF,33.0
AOI/OAI and AO/OA,12.9
and+or+nand+nor,18.3
muxes,10.4
xor gates and xnor gates,8.51
adders and majority gates,6.08
buffers and inverters,10.8
[flip-flops by register name, indices dropped and copies added (netlist names)]
| register | flops |
|---|---|
| cycle_cntr.cnt | 17 |
| index_cntr.cnt | 2 |
[final cells by class]
| cell class | instances | area, µm² |
|---|---|---|
| timing repair buffer | 95 | 940 |
| clock buffer | 3 | 41.3 |
| multi-input combinational | 102 | 825 |
| sequential | 19 | 475 |
| fill | 397 | 2030 |
| inverter | 25 | 93.8 |
| tap | 52 | 65.1 |
| clock inverter | 1 | 5.00 |
[per-stage QoR]
step / area, µm² / std cells
3_3_place_gp: 2360 / 291
4_1_cts: 2420 / 295
3_5_place_dp: 2360 / 291
6_report: 2440 / 297
5_1_grt: 2440 / 297
2_1_floorplan: 1440 / 156
